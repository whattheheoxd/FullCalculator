<file path="./run.sh">
#!/bin/bash
# OpenROAD 26Q1-2900-gdf79404cd8, Yosys 0.63+post, stock flow scripts
make -C /OpenROAD-flow-scripts/flow DESIGN_CONFIG=/design/flow/config.mk WORK_HOME=/design/flow/orfs finish
</file>
<file path="./config.mk">
export PLATFORM = sky130hd
export DESIGN_NAME = multiplier_PL_main
export DESIGN_NICKNAME = multiplier_PL_main
export VERILOG_FILES = /design/flow/design.v
export SDC_FILE = /design/flow/constraint.sdc
export NUM_CORES = 4
export LEC_CHECK = 1
export CORE_AREA = 10 10 113 113
export DIE_AREA = 0 0 123 123
</file>
<file path="./constraint.sdc">
current_design multiplier_PL_main

set clk_period 2.6
set clk_io_pct 0.2

create_clock -name clk0 -period $clk_period [get_ports {clock}]

set non_clock_inputs [all_inputs -no_clocks]
set_input_delay [expr $clk_period * $clk_io_pct] -clock clk0 $non_clock_inputs
set_output_delay [expr $clk_period * $clk_io_pct] -clock clk0 [all_outputs]
</file>
<file path="./design.v">
`timescale 1ns / 1ps
module CLA_adder(input CarryIn0, input [3:0]A, input [3:0]B, output carry_out, output [3:0] Sum);
reg c_o,c_i;   
reg i; 
wire [4:0] carry_in;
wire [3:0] g_cin;
wire [3:0] p_sum;
   assign carry_in[0]=CarryIn0;
    half_adder HA_1  (.a(A[0]), .b(B[0]), .g(g_cin[0]), .p(p_sum[0]) );      
    assign carry_in[1]=g_cin[0]+(carry_in[0]&p_sum[0]);                      
    assign Sum[0]=(carry_in[0]^ p_sum[0]);                                   
    half_adder HA_2  (.a(A[1]), .b(B[1]), .g(g_cin[1]), .p(p_sum[1]) );
    assign carry_in[2]=g_cin[1]+(carry_in[1]&p_sum[1]); 
    assign Sum[1]=(carry_in[1]^ p_sum[1]);
    half_adder HA_3  (.a(A[2]), .b(B[2]), .g(g_cin[2]), .p(p_sum[2]) );
    assign carry_in[3]=g_cin[2]+(carry_in[2]&p_sum[2]); 
    assign Sum[2]=(carry_in[2]^ p_sum[2]);
    half_adder HA_4  (.a(A[3]), .b(B[3]), .g(g_cin[3]), .p(p_sum[3]) );
    assign carry_in[4]=g_cin[3]+(carry_in[3]&p_sum[3]); 
    assign Sum[3]=(carry_in[3]^ p_sum[3]);
    assign carry_out=carry_in[4];
endmodule
`timescale 1ns / 1ps
module D_Reg #(parameter WIDTH = 8) (input clk, reset,input en, input[WIDTH-1:0] d, output reg [WIDTH-1:0] q); 
always@(posedge clk, posedge reset)
    if (reset) q <= 0;
    else if (en)    q <= d;
    else    q <= q; 
endmodule
`timescale 1ns / 1ps
module and_AB( input [3:0] A, input B, output reg [3:0] and_Ab);
integer i;  
always@(A,B)
begin
    for(i=0; i<4; i=i+1)
        begin
        and_Ab[i]=A[i]&B;
        end
end 
endmodule
`timescale 1ns / 1ps
module half_adder(a, b, g, p);
input  a, b;
output reg g,p; 
always@(a,b)
begin
p = a ^ b;     
g = a & b;   
end
endmodule
`timescale 1ns / 1ps
module multiplier_PL_main(input clock, input rst, input enable, input [3:0]A, input[3:0]B, output [7:0]P);
wire [7:0] AB_in;
wire [7:0] PP23_d, PP01_d;
wire [7:0] PP23_q, PP01_q;
wire [7:0] Product_d;
wire [7:0] Product_q;
D_Reg Input_Reg( .clk( clock ), .reset( rst ), .en( enable ), .d ( {A,B} ), .q( AB_in )); 
multiplier_PL_sub1 And_Shift(.A( AB_in[7:4] ), .B( AB_in[3:0] ),
                .PP2plus3 ( PP23_d ), .PP0plus1( PP01_d ));
D_Reg Stage_Reg1( .clk( clock ), .reset( rst ), .en( enable ), .d ( PP01_d ), .q( PP01_q )); 
D_Reg Stage_Reg2( .clk( clock ), .reset( rst ), .en( enable ), .d ( PP23_d ), .q( PP23_q )); 
multiplier_PL_sub2 Add_all(.PP2plus3( PP23_q ), .PP0plus1( PP01_q ),
                    .P( Product_d ));
D_Reg Output_Reg(.clk( clock ), .reset( rst ), .en( enable ), .d ( Product_d ), .q( P )); 
endmodule
`timescale 1ns / 1ps
module multiplier_PL_sub1(input [3:0]A, input [3:0]B,
 output [7:0]PP2plus3, output [7:0]PP0plus1);
wire [7:0] PP0, PP1, PP2, PP3;
wire [3:0] temp0,temp1,temp2,temp3;
wire [3:0] sum0_1, sum2_3;  
wire co0_1,co2_3;
assign PP0= {4'b0000, temp0};
assign PP1= {3'b000, temp1 , 1'b0};
assign PP2= {2'b00, temp2 , 2'b00};
assign PP3= {1'b0, temp3 , 3'b000};
assign PP0plus1 = {2'b00, co0_1, sum0_1, PP0[0]};
assign PP2plus3 = {co2_3, sum2_3, PP2[2],2'b00};
and_AB AB0(A,B[0], temp0);
and_AB AB1(A,B[1], temp1);
and_AB AB2(A,B[2], temp2);
and_AB AB3(A,B[3], temp3);
CLA_adder PP01(.CarryIn0(1'b0), .A(PP0[4:1]),.B(PP1[4:1]),.carry_out(co0_1), .Sum(sum0_1));
CLA_adder PP23(.CarryIn0(1'b0), .A(PP2[6:3]),.B(PP3[6:3]),.carry_out(co2_3), .Sum(sum2_3));
endmodule
`timescale 1ns / 1ps
module multiplier_PL_sub2(input [7:0]PP2plus3, input [7:0]PP0plus1,
                    output [7:0]P);
wire ci_P, co_P;
CLA_adder P_03(.CarryIn0(1'b0), .A(PP0plus1[3:0]),.B(PP2plus3[3:0]),.carry_out(ci_P), .Sum(P[3:0]));
CLA_adder P_47(.CarryIn0(ci_P), .A(PP0plus1[7:4]),.B(PP2plus3[7:4]),.carry_out(co_P), .Sum(P[7:4]));                    
endmodule
</file>
==> out/qor.yml <==
num_vias: 749
vias_per_cell: 2.93
layout_min_cycle_time_ns: 2.51
p_total_mw: 1.20
wl_um: 2530
grt_max_degree: 29
portBuffers: 18
numSynthFlops: 28
core_area_um2: 10300
status: "complete, no violations"
vdd_drop_max_mv: 0.204
dp_hpwl_um: 1950
maxSlewViolCount: 0
post_cts_resized: 1
top_layer: "met4"
grt_use_total: 0.0359
die_y_um: 123
clock_sinks: 28
rows: 37
h-tree-depth: 1
first_iter_violations: 22
drc: 0
hold_violations: 0
setup_viol_count_final: 0
wl_per_cell_um: 9.86
start_kind: "flip-flop"
fillers: 1107
yosysChipArea_um2: 1470
netlist_area_um2: 1470
cts_root_buf: "clkbuf_8"
lay_top_count: "dfrtp_1"
rr_worst_depth: 6
grt_pass1_wl_um: 4250
routed-wl-met3_um: 140
ctsHoldBuffers: 0
path_clk_slew_ns: 0.09
die_area_um2: 15100
max_cap_violations: 0
met1Wirelength_um: 1330
dpl-instance-area_um2: 1780
ios: 19
yosysSeqAreaShare: 0.477
syn2layout_area_growth_pct: 25.5
critPathCaptureType: "flip-flop"
die_w_um: 123
fp_util: 0.142
final_cell_mix: "dfrtp_1 (28), mux2_4 (20), clkdlybuf4s50_1 (17)"
fin_skew_ns: 0.00265
drt.antenna.violating_nets: 0
post-cts-setup-buffers: 0
ys_types: 16
fmax_mhz: 398
postLayoutCellArea_um2: 1840
ys_cells: 100
yosys_warnings: 3
required_ns: 2.76
overflow: 0
cts_buffer_depth: 2
cts_buffers: 3
leakagePower_nw: 0.823
wl_met2_um: 1030
max-slew-margin-rel: 0.679
warning_count: 25
arrival_ns: 2.67
worst-setup-path-type: "reg -> reg"
period_used_share: 0.966
drtPass1Iterations: 3
synth.avg_cell_area_um2: 14.7
tightestPinTransition_ns: 0.482
holdPathStages: 1
powerDensity_nw_per_um2: 650
drive_above_1_share: 0.267
clk_latency_ns: 0.27
hold_path.class: "reg -> reg"
first_global_vias: 786
crit_fanout: 2
rsz0062_at_grt: "false"
cts_tree: "built"
diodes: 0
gp_congestion: 0.767
netlist_instances: 100
hold-worst-slack_ns: 0.512
antenna_found_initial: 0
fin_setup_tns_ns: 0
==> registers in the layout (all words and copies together) (netlist names) <==
name          flops
Input_Reg.q       8
Output_Reg.q      8
Stage_Reg1.q      6
Stage_Reg2.q      6
==> report_power, final <==
part / switching (mW) / total [mW] / internal, mW
clock: 0.125 / 0.260 / 0.135
sequential: 0.0663 / 0.595 / 0.529
combinational: 0.0997 / 0.342 / 0.242
total: 0.291 / 1.20 / 0.906
==> kinds of logic after synthesis <==
family          after synthesis  share of synthesized area
xor+xnor                      1                    0.00597
fa+ha+maj                    13                      0.147
buf+inv                      11                     0.0580
flops                        28                      0.477
simple gates                 19                     0.0673
compound gates                5                     0.0170
mux                          23                      0.228
==> synth_stat cells <==
library cell	instances	area (µm²)
nand2_1	4	15.0
dfrtp_1	28	701
a21oi_1	3	15.0
fa_1	7	140
nor2_1	3	11.3
mux2_4	20	300
and2_1	10	62.6
buf_6	1	11.3
o21ai_0	2	10.0
inv_1	7	26.3
nand3_1	2	10.0
mux2_2	3	33.8
xnor2_1	1	8.76
ha_1	6	75.1
buf_12	2	40.0
buf_4	1	7.51
==> final cells by class <==
class | instances | area, µm² | share of cell area
tap | 136 | 170 | 0.0924
clock buffer | 4 | 55.1 | 0.0299
multi-input combinational | 61 | 687 | 0.373
sequential | 28 | 701 | 0.380
timing repair buffer | 20 | 203 | 0.110
inverter | 7 | 26.3 | 0.0143
==> through the flow <==
stage	setup slack, ns	instances	utilization
2_1_floorplan	0.0561	100	-
3_3_place_gp	0.00664	252	0.173
3_5_place_dp	-0.0223	252	0.173
4_1_cts	0.0102	256	0.178
5_1_grt	0.00907	256	0.178
6_report	0.0873	256	0.178
==> worst max-delay path, cell delays in order, from the launching register on <==
cell	delay [ns]
dfrtp_1	0.40
ha_1	0.23
fa_2	0.41
fa_2	0.40
fa_1	0.42
ha_1	0.29
mux2_4	0.26
==> path summary, 6_finish.rpt <==
| kind | start | end | slack [ns] |
|---|---|---|---|
| max | Stage_Reg2.q[2] | Output_Reg.q[6] | 0.09 |
| min | Stage_Reg1.q[0] | Output_Reg.q[0] | 0.51 |
| max reg2reg | Stage_Reg2.q[2] | Output_Reg.q[6] | 0.09 |
| min reg2reg | Stage_Reg1.q[0] | Output_Reg.q[0] | 0.51 |
| max in group asynchronous | rst | Output_Reg.q[7] | 1.73 |
| min in group asynchronous | rst | Output_Reg.q[1] | 0.61 |
==> layer usage <==
metal,vias up,GRT usage
met3,2,0.0130
met2,16,0.0482
met5,-,0
li1,368,-
met1,363,0.0560
met4,0,0.00291
