==> flow/design.v <==
module ALU (in1, in2, c, aluout); 
input[3:0] in1, in2;
input[1:0] c;
output reg[3:0] aluout; 
always@ (in1, in2, c)
begin 
    case(c)
        2'b00: aluout = in1 + in2;
        2'b01: aluout = in1 - in2; 
        2'b10: aluout = in1 & in2; 
        default:aluout = in1 ^ in2;  
    endcase 
    end
endmodule 
module small_calc_DP(in1, in2, s1, clk, wa, we, raa, rea, rab, reb, c, s2, out);
input[3:0] in1, in2;  
input[1:0] s1, wa, raa, rab, c;
input we, rea, reb, s2, clk;
output[3:0] out; 
wire[3:0] mux1out; 
wire[3:0] douta;
wire[3:0] doutb;
wire[3:0] aluout;  
MUX1 U0(.in1(in1), .in2(in2), .in3(4'b0000), .in4(aluout), .s1(s1), .m1out(mux1out));
RF U1(.clk(clk), .rea(rea), .reb(reb), .raa(raa), .rab(rab), .we(we), .wa(wa),
        .din(mux1out), .douta(douta), .doutb(doutb));
ALU U2(.in1(douta), .in2(doutb), .c(c), .aluout(aluout));
MUX2 U3(.in1(aluout), .in2(4'b0000), .s2(s2), .m2out(out)); 
endmodule 
module MUX1(in1, in2, in3, in4, s1, m1out); 
input[3:0] in1, in2, in3, in4;
input[1:0] s1;
output reg[3:0] m1out;
always @(in1, in2, in3, in4, s1)
begin 
    case(s1) 
        2'b11: m1out = in1;
        2'b10: m1out = in2;
        2'b01: m1out = in3; 
        default:m1out = in4;  
    endcase 
end
endmodule 
module MUX2 (in1, in2, s2, m2out); 
input[3:0] in1, in2;
input s2; 
output reg[3:0] m2out;
always@ (in1, in2, s2) 
begin 
    if (s2)
        m2out = in1;
    else 
        m2out = in2;
end 
endmodule 
module RF(clk, rea, reb, raa, rab, we, wa, din, douta, doutb);
input clk, rea, reb, we; 
input[1:0] raa, rab, wa; 
input[3:0] din; 
output reg[3:0] douta, doutb;
reg[3:0] RegFile [3:0];
always@(rea, reb, raa, rab)
begin 
    if   (rea) 
        douta = RegFile[raa];
    else 
        douta = 4'b0000;
    if   (reb)
        doutb = RegFile[rab];
    else doutb = 4'b0000; 
end 
always@(posedge clk)
begin
    if   (we) 
    RegFile[wa] <= din; 
    else
    RegFile[wa] <= RegFile[wa];
end 
endmodule 
==> flow/run.sh <==
#!/bin/bash
# OpenROAD 26Q1-2900-gdf79404cd8, Yosys 0.63+post, stock flow scripts
make -C /OpenROAD-flow-scripts/flow DESIGN_CONFIG=/design/flow/config.mk WORK_HOME=/design/flow/orfs finish
==> flow/config.mk <==
export PLATFORM = sky130hd
export DESIGN_NAME = small_calc_DP
export DESIGN_NICKNAME = small_calc_DP
export VERILOG_FILES = /design/flow/design.v
export SDC_FILE = /design/flow/constraint.sdc
export NUM_CORES = 4
export LEC_CHECK = 1
export CORE_AREA = 10 10 100 100
export DIE_AREA = 0 0 110 110
==> flow/constraint.sdc <==
current_design small_calc_DP

set clk_period 4.6
set clk_io_pct 0.2

create_clock -name clk0 -period $clk_period [get_ports {clk}]

set non_clock_inputs [all_inputs -no_clocks]
set_input_delay [expr $clk_period * $clk_io_pct] -clock clk0 $non_clock_inputs
set_output_delay [expr $clk_period * $clk_io_pct] -clock clk0 [all_outputs]
==> results.txt <==
Outcome: finished, final reports clean
Post-synthesis cell count: 101
Fin. Hold Viols: 0
RSZ-0062 raised after global routing: true
Sum Neg Setup Slack: 0 ns
I/O pin total: 27
EDFF count, synth: 16
Number of flip-flops in the largest register: 16
Max Cap Viol: 0
ANT cells: 0
WL final: 3000 um
Core Region: 0.00781 sq mm
Hold-fix buffers, CTS: 0
Maximum vdd drop: 0.0944 mV
Top cells, area: edfxtp_1 (39%), mux4_2 (9.2%), ha_1 (8.2%)
Dpl cells: 244
Met3 GRT Util: 1.18%
Global routing usage summed across all routing layers: 5.12%
Ys async rst share: 0%
Die x size: 110 um
Worst Hold Class: flip-flop to flip-flop
# clock sinks: 16
CP Class: input pin to output port
Final Non-Filler Cells: 258
FP Util: 15.6%
Die Ht: 110 um
Ys flops: 16
Most common logic cells in the final layout: buf_4 (29), clkdlybuf4s50_1 (19), edfxtp_1 (16)
CTS Root Cell: clkbuf_8
GPL Wtd Cong: 0.799
Number of port buffers: 26
Cell Type Count: 34
Top FF cell, synth: edfxtp_1
Via density: 3.63
Synth area leader: edfxtp_1
Final setup violation count: 0
Tool warnings: 28
Grt ovf: 0
Max Clock Freq: 0.226 GHz
Number of global-route vias before repair: 999
Yosys warnings: 4
Initial antenna violation count: 0
Slew Viols, Final: 0
Total leakage power: 0.783 nW
Pin count of the biggest net entering global routing: 11
PwrDens: 232 mW/mm^2
Seq share, synth: 39.4%
Synth Area per Inst: 12.1 sq um
Most used logic cell in the final layout: buf_4
Global-route wire length before repair: 4890 um
Share of post-route cells with drive strength above 1: 33.3%
Clock buffer depth: 2
CTS clock-pin slew for the worst setup and hold paths: 0.06 ns
Area delta synth->final: 55.1%
Ys cells: 101
CP max FO: 4
Vias: 936
CP Capture Type: output port
TritonCTS clock tree: built
Met1 Use GR: 6.28%
Residual DRC: 0
Top cell area share: 39.4%
Crit start category: input pin
Antenna-violating nets left: 0
Num CTS Buffers: 3
Mapped Area: 0.00122 sq mm
Critical Path RT: 3.68 ns
Area reported by Yosys stat: 0.00122 sq mm
DRT iter0 DRCs: 39
Slew headroom: 55.1%
Wire per inst: 11.6 um
Core Rows: 32
Worst Max-Slew Pin Slew: 0.672 ns
Largest regs: U1.RegFile (16)
Worst skew pair latency: 0.24 ns
Fin crit period: 4.43 ns
H-Tree Depth: 1
Largest register by flop count: U1.RegFile
Met2 usage: 9.27%
Period utilization: 96.3%
1st-pass router iterations: 4
Die area: 0.0121 sq mm
Worst EP arrival: 3.51 ns
Skew final: 0.00201 ns
DP HPWL: 2580 um
Grt peak-use layer: met2
## cell usage after synthesis (2+ instances only)
cell type,instances
and2_1,6
mux2i_1,8
o21ai_1,3
o211a_1,2
clkbuf_1,2
nand3_1,5
xnor2_1,2
inv_1,7
nor2_1,2
and2_4,2
mux2_1,4
nand2_1,6
a21oi_1,3
edfxtp_1,16
mux4_2,5
buf_1,2
ha_1,8
nor2b_1,2
## per-layer routing
| metal | share of wire (%) | vias up |
|---|---|---|
| li1 | - | 489 |
| met1 | 43 | 431 |
| met2 | 52 | 12 |
| met4 | 0.77 | 0 |
| met5 | 0 | - |
| met3 | 4.0 | 4 |
## report_power, final
group	switching [mW]	internal, mW
combinational	0.0632	0.103
clock	0.0416	0.0590
sequential	0.00238	0.170
## critical path, stage by stage
cell      delay [ns]
buf_8           0.08
mux4_2          0.50
and2_4          0.16
inv_2           0.06
ha_4            0.19
nand2_2         0.04
o21a_1          0.14
ha_1            0.23
a21o_1          0.18
a21oi_2         0.14
xor3_1          0.24
or4_1           0.47
nand3_1         0.08
clkbuf_2        0.09
## cells by family (layout without fill, tap and decap cells)
group	count (synthesis)	in the layout	share of synthesized area [%]
and+or+nand+nor	30	30	14.4
muxes	18	18	21.6
DFF	16	16	39.4
AOI/OAI and AO/OA	13	13	7.28
buffers and inverters	11	66	3.39
adders and majority gates	9	9	9.85
xor gates and xnor gates	4	4	4.10
## layout make-up
| cell class | count | area (sq um) |
|---|---|---|
| sequential | 16 | 480 |
| inverter | 7 | 26.3 |
| timing repair buffer | 55 | 475 |
| fill | 816 | 5920 |
| clock buffer | 3 | 41.3 |
| clock inverter | 1 | 3.75 |
| tap | 102 | 128 |
| multi-input combinational | 74 | 737 |
## worst paths after layout
| kind | startpoint | to | slack [ns] | cells past startpoint |
|---|---|---|---|---|
| max | rab[0] | out[3] | 0.17 | 14 |
| min | U1.RegFile[0][2] | U1.RegFile[2][3] | 1.35 | 6 |
| max reg2reg | U1.RegFile[3][0] | U1.RegFile[0][2] | 1.12 | 20 |
| min reg2reg | U1.RegFile[0][2] | U1.RegFile[2][3] | 1.35 | 6 |
## repair_timing
action,in CTS,in global routing
gates resized,18,10
setup endpoints to repair,3,3
pin swaps,9,10
setup buffers,6,4
## metrics by stage
stage                     area, sq um  power, mW  hold slack (ns)  worst slack [ns]  utilization, %
after floorplan                  1220      0.246             1.06             0.355               -
after CTS                        1830      0.434             1.37           -0.0123            23.5
after global routing             1890      0.470             1.43          -0.00490            24.2
after global placement           1740      0.318             1.34            -0.826            22.2
final                            1890      0.440             1.35             0.172            24.2
after detailed placement         1740      0.319             1.35            -0.883            22.2
Power figures rest on the tool's default switching activity, not on a simulated workload.
