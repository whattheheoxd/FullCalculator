`/design/flow/run.sh`:
```
#!/bin/bash
# OpenROAD 26Q1-2900-gdf79404cd8, Yosys 0.63+post, stock flow scripts
make -C /OpenROAD-flow-scripts/flow DESIGN_CONFIG=/design/flow/config.mk WORK_HOME=/design/flow/orfs finish
```
`/design/flow/design.v`:
```
module clk_gen(clk100MHz, rst, clk_4sec, clk_5KHz);
input clk100MHz, rst; 
output clk_4sec, clk_5KHz;
reg    clk_4sec, clk_5KHz; 
integer count, count1; 
always@(posedge clk100MHz)
begin 
    if(rst) 
    begin 
        count = 0;
        count1 = 0; 
        clk_4sec = 0;
        clk_5KHz  =0;
    end
    else
    begin 
        if(count == 200000000)
        begin
            clk_4sec = ~clk_4sec;
            count = 0;
        end 
        if(count1 == 10000)
        begin
            clk_5KHz = ~clk_5KHz;
            count1 = 0;
        end
        count = count + 1;
        count1 = count1 + 1; 
    end 
end
endmodule  
```
`/design/flow/config.mk`:
```
export PLATFORM = sky130hd
export DESIGN_NAME = clk_gen
export DESIGN_NICKNAME = clk_gen
export VERILOG_FILES = /design/flow/design.v
export SDC_FILE = /design/flow/constraint.sdc
export NUM_CORES = 4
export LEC_CHECK = 1
export CORE_UTILIZATION = 40
```
`/design/flow/constraint.sdc`:
```
current_design clk_gen

set clk_period 5.7
set clk_io_pct 0.2

create_clock -name clk0 -period $clk_period [get_ports {clk100MHz}]

set non_clock_inputs [all_inputs -no_clocks]
set_input_delay [expr $clk_period * $clk_io_pct] -clock clk0 $non_clock_inputs
set_output_delay [expr $clk_period * $clk_io_pct] -clock clk0 [all_outputs]
```
==> flow report <==
=======================================================================================
Status                                                                     finished clean
Clock-pin slew on the worst setup and hold paths                                  70 ps
Largest net degree at the start of global routing                                    59
Number of violations reported at the end of detailed-routing iteration 0             91
Number of cells on the worst reg-to-reg path                                          5
Startpoint of the most critical register-to-register path                  count[7]$_SDFF_PP0_
Worst-case register-to-register setup slack                                     3470 ps
Antenna violations before repair                                                      0
Power density cells                                                          249 nW/µm²
Ys async rst share                                                                    0
Count of inserted antenna diode cells                                                 0
Proportion of layout cells with a drive suffix above 1                           0.0635
Buffer cell driving the clock tree root                                    sky130_fd_sc_hd__clkbuf_8
HPWL after detailed placement                                                   3700 µm
Startpoint Class                                                                   flop
Global Route Usage Sum                                                            0.157
Clock Latency Late Sink                                                          340 ps
Critical Path Slowest Stage Cell                                           sky130_fd_sc_hd__clkdlybuf4s50_1
Floorplan Core Area                                                            7290 µm²
Total instance count after detailed placement                                       446
Via total after detailed routing                                                   2370
Wire length of the first global-routing pass                                    9530 µm
Flop and latch count out of synthesis                                                66
I/O Pins                                                                              4
DRC                                                                                   0
Y dimension of the die                                                          89.0 µm
Count of unique library cells instantiated by Yosys                                  35
Number of hold violations in the final report                                         0
Buffer-and-inverter tally for the worst setup path                                    1
Part of the Yosys area used for sequential elements                               0.436
Number of rows in the core area                                                      31
Crit path arrival time                                                          1160 ps
TritonCTS sink count                                                                 66
Clock skew after layout                                                         6.82 ps
Worst Path Required                                                             4560 ps
VDD IR-drop max                                                                0.164 mV
Cell area after synthesis                                                      3030 µm²
Final worst path period share                                                     0.403
Number of detailed-route iterations in the first pass                                 4
Family with the most delay on the worst path                               buffers and inverters
Summed standard-cell area reported by yosys                                    3030 µm²
Setup-failing EPs final                                                               0
Most frequently used flop master after synthesis                           sky130_fd_sc_hd__dfxtp_1
Kind of end point of the critical path                                       output pin
Leading post-synthesis cells by cell area                                  sky130_fd_sc_hd__dfxtp_1, sky130_fd_sc_hd__xnor2_1, sky130_fd_sc_hd__nor2_1
Antenna-violating nets left                                                           0
Count of mapped cells out of synthesis                                              357
Starting density of the core                                                      0.415
Final GP Congestion                                                               0.817
Logic depth of the worst path, buffers included                                       1
Largest area contributor in the synthesized netlist                        sky130_fd_sc_hd__dfxtp_1
List of cells traversed by the critical path                               clkdlybuf4s50_1
Maximum net fanout on the critical path                                               2
Count of placed standard cells in the final layout, fillers left out                461
Clock tree from TritonCTS                                                           yes
TritonCTS buffer count                                                                9
Count of yosys warnings during synthesis                                              1
Post-detailed-routing wire length                                               5670 µm
Fmax achieved                                                                   435 MHz
Post-synth EDFFs                                                                      0
Number of buffers added on ports                                                      3
Final number of max-transition violations                                             0
Rel. slew slack                                                                   0.444
Commonest cells in the netlist                                             sky130_fd_sc_hd__dfxtp_1, sky130_fd_sc_hd__nor2_1, sky130_fd_sc_hd__nand3_1, sky130_fd_sc_hd__xnor2_1, sky130_fd_sc_hd__xor2_1
Timing startpoint of the critical path                                     clk_4sec$_SDFFE_PP0P_
Critical Setup Path Class                                                    reg -> out
Worst hold margin                                                                477 ps
CTS HTree Levels                                                                      3
Measured slew at the worst slew-check pin                                        828 ps
Overall chip area                                                              7920 µm²
Final sum of negative setup slack                                                  0 ps
Total design power                                                             0.822 mW
Clock Path Buffers                                                                    2
Post-cts resize count                                                                 0
Worst flop-to-flop path endpoint                                           count[27]$_SDFF_PP0_
Post-CTS repair timing setup buffer count                                             0
Chip width                                                                      89.0 µm
RSZ-0062 raised after global routing                                                 no
Static power due to leakage                                                     1.01 nW
Max-cap violation count                                                               0
Layout-stage area growth over the synthesis result                                8.88%
Delay of the slowest cell on the worst path                                      480 ps
OpenROAD warnings                                                                    25
End point of the critical path                                                 clk_4sec
Post-layout minimum cycle time                                                  2300 ps
Syn avg cell area                                                              8.49 µm²
Most instantiated library cell after synthesis                             sky130_fd_sc_hd__dfxtp_1
Via count of the first global-routing pass                                         2089
Yosys cell count                                                                    357
Post-cts hold-fix buffer tally                                                        0
DR vias/cell                                                                       5.14
Layout Utilization                                                                0.452
Overflow left after global routing                                                    0
Top area contributor share                                                        0.436
Tightest Hold Check Type                                                     reg -> reg
Average wire per cell in the routed design                                      12.3 µm
=======================================================================================
[cell usage in the layout (no fill, tap or decap), types with 3 or more instances in the layout]
cell                        n
sky130_fd_sc_hd__nand4_1   18
sky130_fd_sc_hd__nor4b_1    3
sky130_fd_sc_hd__dfxtp_1   66
sky130_fd_sc_hd__a21oi_1   10
sky130_fd_sc_hd__xnor2_1   28
sky130_fd_sc_hd__inv_1      8
sky130_fd_sc_hd__clkinv_2   3
sky130_fd_sc_hd__xor2_1    24
sky130_fd_sc_hd__nand3_1   28
sky130_fd_sc_hd__nor4_1    13
sky130_fd_sc_hd__clkbuf_8  10
sky130_fd_sc_hd__nor2_1    60
sky130_fd_sc_hd__nand2_1   18
sky130_fd_sc_hd__and3_1     7
sky130_fd_sc_hd__o21ai_0    6
sky130_fd_sc_hd__nor3_1    17
sky130_fd_sc_hd__or3_1      9
sky130_fd_sc_hd__o31ai_1    5
[area by class of cell]
cell class	instances	area, µm²
clock buffer	10	138
clock inverter	5	31.3
fill	736	3990
inverter	8	30.0
multi-input combinational	269	1620
sequential	66	1320
tap	99	124
timing repair buffer	4	32.5
[logic make-up (layout without fill, tap and decap cells)]
| family | after synthesis | count (layout) | share of synthesized area |
|---|---|---|---|
| flops | 66 | 66 | 0.436 |
| fa+ha+maj | 2 | 2 | 0.00826 |
| simple gates | 191 | 191 | 0.331 |
| xor+xnor | 52 | 52 | 0.150 |
| buf+inv | 22 | 27 | 0.0285 |
| compound gates | 24 | 24 | 0.0459 |
[worst min-delay path by stage]
stage | from | endpoint | cells past startpoint
6_report | count1[0]$_SDFF_PP0_ | count1[0]$_SDFF_PP0_ | 1
5_1_grt | count1[0]$_SDFF_PP0_ | count1[0]$_SDFF_PP0_ | 1
4_1_cts | count[0]$_SDFF_PP0_ | count[0]$_SDFF_PP0_ | 1
[state kept, by name, summed over array words and instances, names as in the netlist]
name,flops
clk_5KHz,1
clk_4sec,1
count1,32
count,32
[layer usage]
layer / up-vias / track usage / share of wire
li1: 1254 / - / -
met1: 1085 / 0.219 / 0.50
met2: 29 / 0.263 / 0.46
met3: 2 / 0.0412 / 0.036
met4: 0 / 0.0144 / 0.0067
met5: - / 0 / 0
[where the power goes]
group | internal, mW | leakage (nW) | switching (mW)
registers | 0.465 | 0.533 | 0.00429
clock network | 0.165 | 0.0879 | 0.172
logic | 0.00547 | 0.391 | 0.0105
[through the flow]
| step | instance area [µm²] | setup slack, ps |
|---|---|---|
| after floorplan | 3030 | 3730 |
| after global placement | 3130 | 3410 |
| after detailed placement | 3130 | 3400 |
| after CTS | 3300 | 3390 |
| after global routing | 3300 | 3350 |
| final | 3300 | 3400 |
Power is estimated from default activity; no workload was simulated.
